File: flow/config.mk
export PLATFORM = sky130hd
export DESIGN_NAME = synthesis_matmul_ctrl
export DESIGN_NICKNAME = synthesis_matmul_ctrl
export VERILOG_FILES = /design/flow/design.v
export SDC_FILE = /design/flow/constraint.sdc
export NUM_CORES = 4
export LEC_CHECK = 1
export CORE_UTILIZATION = 30
File: flow/constraint.sdc
current_design synthesis_matmul_ctrl

set clk_period 3.8
set clk_io_pct 0.2

create_clock -name clk0 -period $clk_period [get_ports {clk}]

set non_clock_inputs [all_inputs -no_clocks]
set_input_delay [expr $clk_period * $clk_io_pct] -clock clk0 $non_clock_inputs
set_output_delay [expr $clk_period * $clk_io_pct] -clock clk0 [all_outputs]
File: flow/design.v
module D_FlipFlop(clk,rst,in,out);
input clk,rst;
input[0:0]in;
output reg [0:0]out;
always @(posedge clk or negedge rst)
if(!rst)
	out<=0;
else
	out<=in;
endmodule
module D_FlipFlop10(clk,rst,in,out);
input clk,rst;
input[9:0]in;
output reg [9:0]out;
always @(posedge clk or negedge rst)
if(!rst)
	out<=0;
else
	out<=in;
endmodule
module D_FlipFlop21(clk,rst,in,out);
input clk,rst;
input[20:0]in;
output reg [20:0]out;
always @(posedge clk or negedge rst)
if(!rst)
	out<=0;
else
	out<=in;
endmodule
module D_FlipFlop32(clk,rst,in,out);
input clk,rst;
input[31:0]in;
output reg [31:0]out;
always @(posedge clk or negedge rst)
if(!rst)
	out<=0;
else
	out<=in;
endmodule
module D_FlipFlop8(clk,rst,in,out);
input clk,rst;
input[7:0]in;
output reg [7:0]out;
always @(posedge clk or negedge rst)
if(!rst)
	out<=0;
else
	out<=in;
endmodule
module MatrixMulContr(input clk,rst,
	input [8-1:0] DO_A,DO_B,
	input [4:0]counter0,
	output reg [20:0]mul_out);
	wire [16-1:0] mul_out0;
	reg [21-1:0] mul_out1;
	reg [21-1:0] mul_out2;
	wire [21-1:0] mul_out4;
assign mul_out0=DO_A*DO_B;
always @(*)
    mul_out2=mul_out0+mul_out1;
always @(posedge clk)
if(!rst)
	mul_out<=0;
else
	mul_out<=mul_out2;
always @(*)
if(counter0==5'b00001)
	mul_out1=21'b0;
else
	mul_out1=mul_out4;
assign mul_out4=mul_out;
endmodule
module matrix_multi_control(
    input clk,rst,start,
	output [8-1:0]     DO_A,
	output  [32-1:0]    DO_B,
	output reg [20:0]mul_out,
	output [9:0]counter_A,
	output reg [9:0] counter_C,
	output [7:0]counter_B,
	output reg nce,done
	);
	reg [13:0]counter0;
	wire [20:0]mul_out0,mul_out1,mul_out2,mul_out3;
	wire [20:0]mul_out10,mul_out20,mul_out21,mul_out30,mul_out31,mul_out32;
	wire [21-1:0]    DO;
	reg done1;
	always @(posedge clk)
	if(!rst)
	begin
		nce<=1;
		done<=0;
	end
	else if(start)
	begin
		nce<=0;
		done<=0;
	end
	else if(done1)
	 begin
		nce<=1;
		done<=1;
	end
	else
	begin
		nce<=nce;
		done<=0;
	end
	 always@(posedge clk)
	if (!rst)
	done1<=0;
	else if (counter0==14'd8197)
	done1<=1;
	else if (counter0==14'd8198)
	done1<=0;
	always @(posedge clk)
	if(!rst)
	begin
		counter0<=0;
	end
	else if(!nce)
		counter0<=counter0+1;
	assign counter_A=counter0[12:8]*32+counter0[4:0];
	assign counter_B=counter0[4:0]*8+counter0[7:5];
	MatrixMulContr mmc0(clk,rst,DO_A,DO_B[31:24],counter0[4:0],mul_out0);
	MatrixMulContr mmc1(clk,rst,DO_A,DO_B[23:16],counter0[4:0],mul_out1);
	MatrixMulContr mmc2(clk,rst,DO_A,DO_B[15:8],counter0[4:0],mul_out2);
	MatrixMulContr mmc3(clk,rst,DO_A,DO_B[7:0],counter0[4:0],mul_out3);
	D_FlipFlop21 d0(clk,rst,mul_out1,mul_out10);
	D_FlipFlop21 d1(clk,rst,mul_out2,mul_out20);
	D_FlipFlop21 d2(clk,rst,mul_out20,mul_out21);
	D_FlipFlop21 d3(clk,rst,mul_out3,mul_out30);
	D_FlipFlop21 d4(clk,rst,mul_out30,mul_out31);
	D_FlipFlop21 d5(clk,rst,mul_out31,mul_out32);
	always@(posedge clk)
	if (!rst)
	counter_C<=0;
	else if (counter0>=6'd33&&counter0%6'd32>=1'd1&&counter0%6'd32<=3'd4)
	begin
	counter_C<=counter_C+1;
	if(counter_C==10'd1023)
	counter_C<=counter_C;
	end
	else
	counter_C<=counter_C;
	always@(*)
	if (!rst)
	mul_out<=0;
	else if (counter_C%3'd4==2'd0)
	mul_out<=mul_out0;
	else if (counter_C%3'd4==2'd1)
	mul_out<=mul_out10;
	else if (counter_C%3'd4==2'd2)
	mul_out<=mul_out21;
	else if (counter_C%3'd4==2'd3)
	mul_out<=mul_out32;
endmodule
module synthesis_matmul_ctrl(
    input clk,rst,start,
	output [8-1:0]     DO_A_d,
	output [32-1:0]    DO_B_d,
	output [20:0]mul_out_d,
	output [9:0]counter_A_d,
	output [9:0] counter_C_d,
	output [7:0]counter_B_d,
	output nce_d,done_d
	);
	wire [8-1:0]     DO_A;
	wire  [32-1:0]    DO_B;
	wire [20:0]mul_out;
	wire [9:0]counter_A;
	wire [9:0] counter_C;
	wire [7:0]counter_B;
	wire nce,done;
	matrix_multi_control mctrl0(clk,rst,start,DO_A,DO_B,mul_out,counter_A,counter_C,counter_B,nce,done);
	D_FlipFlop8 d0(clk,rst,DO_A,DO_A_d);
    D_FlipFlop32 d1(clk,rst,DO_B,DO_B_d);
    D_FlipFlop21 d2(clk,rst,mul_out,mul_out_d);
    D_FlipFlop10 d3(clk,rst,counter_A,counter_A_d);
    D_FlipFlop10 d4(clk,rst,counter_C,counter_C_d);
    D_FlipFlop8 d5(clk,rst,counter_B,counter_B_d);
    D_FlipFlop d6(clk,rst,nce,nce_d);
    D_FlipFlop d7(clk,rst,done,done_d);
endmodule
File: flow/run.sh
#!/bin/bash
# OpenROAD 26Q1-2900-gdf79404cd8, Yosys 0.63+post, stock flow scripts
make -C /OpenROAD-flow-scripts/flow DESIGN_CONFIG=/design/flow/config.mk WORK_HOME=/design/flow/orfs finish
==> results_dict.tcl <==
# implementation run metrics
set metrics [dict create \
    clkTransAtPathRegs_ps 90 \
    drv_cap 0 \
    top_area_cell "dfrtp_1" \
    port_buffers 32 \
    async_reset_ff_share_pct 48.08 \
    cts_tree "built" \
    routed_wl_um 3614 \
    cts-root-buf "clkbuf_8" \
    first_pass_iters 4 \
    hold_class "flop to flop" \
    rows 32 \
    synth-main-ff-cell "dfxtp_1" \
    grt_pass1_vias 1237 \
    cts_hold_buf 0 \
    layout-drive-gt1-share_pct 5.882 \
    crit_type "flop to flop" \
    cp.arrival_ps 2650 \
    setup_viol 0 \
    fin_crit_ps 2428 \
    ys_cells 240 \
    slowest_delay_ps 480 \
    setup_tns_ps 0 \
    drtIter0Drc 69 \
    top_level_ports 94 \
    final_min_period_over_clock_period_pct 63.91 \
    grt_pass1_wl_um 5899 \
    rsz0062_at_grt "no" \
    cts_max_path_buffers 2 \
    ys_seq_share_pct 47.89 \
    cp.buffers_inverters 0 \
    ir_worst_vdd_uv 147.3 \
    h-tree-depth 2 \
    syn-cell-area_mm2 0.002435 \
    cp_max_fo 12 \
    fin_skew_ps 8.957 \
    synthToLayoutAreaGrowth_pct 10.64 \
    syn_inst 240 \
    wl_per_cell_um 9.663 \
    dp_hpwl_um 2590 \
    synth_flops 52 \
    yosys_area_mm2 0.002435 \
    cp_cell_sequence "ha_1 > nor4_1 > or4_4 > or3_4 > or4_1 > a21oi_1" \
    synth.distinct_cells 38 \
    n_antenna_cell 0 \
    crit_family "simple AND/OR/NAND/NOR gates" \
    syn_area_per_cell_um2 10.15 \
    tool_warnings 29 \
    edf_count 0 \
    grt_max_degree 30 \
    ctsResizeCount 0 \
    dp_cells 366 \
    critPathSlowestCell "dfxtp_1" \
    num-fill-cells 781 \
    grt_remaining_overflow 0 \
    top_cells_by_count "66 x buf_4, 27 x dfxtp_1, 25 x dfrtp_1, 22 x nor2_1" \
    drc 0 \
    die_area_mm2 0.008481 \
    post_cts_buffers 0 \
    num_vias 1495 \
    top_cells_by_area "dfrtp_1 26%, dfxtp_1 22%, buf_4 20%" \
    yosysWarnings 47 \
    fin_util_pct 34.50 \
    die_h_um 92.09 \
    routabilityCongestion 0.7893 \
    synth.top_cell.area_share_pct 25.69 \
    synth.most_common_cell "buf_4" \
    die_x_um 92.09 \
    fp-utilization_pct 31.19 \
    p_per_area_mw_per_mm2 340.8 \
    cts.sink_count 52 \
    antenna_found_initial 0 \
    status "complete, no violations" \
    comb_area_um2 957.2 \
    p_leak_nw 1.159 \
    drtAntennaViolNets 0 \
    hold_viol_final 0 \
    maxSlewViolCount 0 \
    numCtsBuffers 5 \
    viasPerCell 3.997 \
    worst_ep_required_time_ps 4020 \
    fmax_ghz 0.4118 \
    layout.cells.non_filler 374 \
    clkLatencyLatePin_ps 300 \
    cp-start-kind "flop" \
    core-area_mm2 0.007807 \
    track_usage_pct 8.688 \
    critPathCaptureType "flop" \
    regArea_mm2 0.001166 \
]
-- metrics by stage --
stage	instance area, um2	power, mW	hold WS (ps)	setup slack (ps)
3_3_place_gp	2601	0.6180	318.8	1446
5_1_grt	2694	0.9602	339.9	1194
4_1_cts	2694	0.9345	334.7	1379
3_5_place_dp	2601	0.6177	323.2	1404
6_report	2694	0.9181	331.4	1372
2_1_floorplan	2660	0.6398	316.3	1558
-- sequential cells by signal, summed over array words and instances (netlist names) --
signal / flops
mctrl0.counter0: 14
d4.out: 10
mctrl0.counter_C: 10
d5.out: 7
d3.out: 6
d6.out: 1
d7.out: 1
mctrl0.done: 1
mctrl0.done1: 1
mctrl0.nce: 1
-- layout by cell type (no fill, tap or decap), types with 5 or more instances in the layout --
| master | instances |
|---|---|
| conb_1 | 61 |
| clkdlybuf4s50_1 | 32 |
| dfxtp_1 | 27 |
| dfrtp_1 | 25 |
| nor2_1 | 22 |
| nand3_1 | 9 |
| nand2_1 | 9 |
| xor2_1 | 8 |
| xnor2_1 | 7 |
| a21oi_1 | 7 |
| ha_1 | 6 |
| clkbuf_8 | 6 |
| inv_1 | 5 |
| nor3_1 | 5 |
-- final timing paths --
| check | start | to | slack [ps] | cells after the start |
|---|---|---|---|---|
| setup / recovery | mctrl0.counter0[0]$_SDFFE_PN0N_ | mctrl0.counter_C[7]$_SDFFE_PN0P_ | 1370 | 6 |
| hold reg to reg | mctrl0.done$_SDFF_PP0_ | d7.out$_DFF_PN0_ | 330 | 0 |
| setup reg to reg | mctrl0.counter0[0]$_SDFFE_PN0N_ | mctrl0.counter_C[7]$_SDFFE_PN0P_ | 1370 | 6 |
| min in group asynchronous | rst | d3.out[4]$_DFF_PN0_ | 840 | 2 |
| max in group asynchronous | rst | d6.out$_DFF_PN0_ | 2700 | 2 |
| hold / removal | mctrl0.done$_SDFF_PP0_ | d7.out$_DFF_PN0_ | 330 | 0 |
-- logic make-up after synthesis --
group	Yosys count	synth area share [%]
other	1	0.1540
AND-OR/OR-AND	16	4.111
buffers and inverters	75	22.05
XOR/XNOR	15	5.396
adder cells (fa/ha/maj)	6	3.083
multiplexers	1	0.4111
flip-flops	52	47.89
AND/OR/NAND/NOR	74	16.91
-- routing by layer --
layer	vias up	global-route usage [%]	share of wire, %
met5	-	0	0
met2	51	14.37	50
met1	703	12.40	43
met4	0	1.172	1.5
met3	6	1.688	5.5
li1	735	-	-
-- cell type report --
cell class / instances / area share (%)
Inverter: 6 / 0.8360
Clock buffer: 6 / 3.065
Timing Repair Buffer: 33 / 12.17
Multi-Input combinational cell: 173 / 35.53
Tap cell: 102 / 4.738
Sequential cell: 52 / 43.29
Clock inverter: 2 / 0.3716
-- report_power, final --
group / leakage (nW) / switching, mW / total, mW / internal [mW]
Sequential: 0.563 / 0.00726 / 0.561 / 0.554
Clock: 0.0510 / 0.168 / 0.314 / 0.145
Combinational: 0.544 / 0.0222 / 0.0433 / 0.0211
Total: 1.16 / 0.198 / 0.918 / 0.720
-- worst reg2reg max path: cells and delay by family (launching register included) --
family	cells	cell delay [ps]
adder cells (fa/ha/maj)	1	260
flip-flops	1	480
AND/OR/NAND/NOR	4	1460
AND-OR/OR-AND	1	150
Power is estimated from default activity; no workload was simulated.
